File: flow/constraint.sdc
current_design power

set clk_period 33.1
set clk_io_pct 0.2

create_clock -name clk0 -period $clk_period [get_ports {clk}]

set non_clock_inputs [all_inputs -no_clocks]
set_input_delay [expr $clk_period * $clk_io_pct] -clock clk0 $non_clock_inputs
set_output_delay [expr $clk_period * $clk_io_pct] -clock clk0 [all_outputs]
File: flow/config.mk
export PLATFORM = sky130hd
export DESIGN_NAME = power
export DESIGN_NICKNAME = power
export VERILOG_FILES = /design/flow/design.v
export SDC_FILE = /design/flow/constraint.sdc
export NUM_CORES = 4
export LEC_CHECK = 1
export CORE_UTILIZATION = 40
File: flow/design.v
`timescale 1ns/1ps
`default_nettype none
module power #(
    parameter DATA_WIDTH = 32
)(
    input  wire                     clk,
    input  wire                     reset_n,
    input  wire                     s_valid,
    input  wire  [DATA_WIDTH-1:0]   s_data,
    output wire                     s_ready,
    input wire                      m_ready, 
    output wire                     m_valid,
    output wire  [63:0]   m_data
);
    wire [63:0] power_of_2;
    wire        hs;
    reg [2:0] r_valid;
    reg [63:0] r_power_of_2;
    wire [63:0] power_of_4;
    reg [63:0] r_power_of_4;
    wire [63:0] power_of_8;
    reg [63:0] r_power_of_8;
    assign hs = m_valid & m_ready;
    assign power_of_2 = s_data * s_data;
    assign s_ready = !m_valid | m_ready;  
    assign power_of_4 = r_power_of_2 * r_power_of_2;
    assign power_of_8 = r_power_of_4 * r_power_of_4;
    always@(posedge clk or negedge reset_n)begin
        if(!reset_n)begin
            r_valid[0] <= 1'b0; 
        end 
        else if(s_ready)begin
            r_valid[0] <= s_valid;
        end
    end
    always@(posedge clk or negedge reset_n)begin
        if(!reset_n)begin
            r_power_of_2 <= 'b0;
        end
        else if(s_ready)begin
            r_power_of_2 <= power_of_2;
        end
    end
    always@(posedge clk or negedge reset_n)begin
        if(!reset_n)begin
            r_valid[1] <= 1'b0;
        end
        else if(s_ready)begin
            r_valid[1] <= r_valid[0];
        end
    end
    always@(posedge clk or negedge reset_n)begin
        if(!reset_n)begin
            r_power_of_4 <= 'b0;
        end
        else if(s_ready)begin
            r_power_of_4 <= power_of_4;
        end
    end
    always@(posedge clk or negedge reset_n)begin
        if(!reset_n)begin
            r_valid[2] <= 1'b0;
        end
        else if(s_ready)begin
            r_valid[2] <= r_valid[1];
        end
    end
    always@(posedge clk or negedge reset_n)begin
        if(!reset_n)begin
            r_power_of_8 <= 'b0;
        end
        else if(s_ready)begin
            r_power_of_8 <= power_of_8;
        end
    end
    assign m_valid = r_valid[2];
    assign m_data = r_power_of_8;
endmodule
`default_nettype wire
File: flow/run.sh
#!/bin/bash
# OpenROAD 26Q1-2900-gdf79404cd8, Yosys 0.63+post, stock flow scripts
make -C /OpenROAD-flow-scripts/flow DESIGN_CONFIG=/design/flow/config.mk WORK_HOME=/design/flow/orfs finish
==> results.cfg <==
; flow metrics
[status]
outcome = finished clean

[clock_tree]
max-clock-path-buffers = 2
cts_tree = built
htree_levels = 4
cts-buffers-inserted = 17
post_cts_repair_setup_buffers = 0
numClockSinks = 190
clk_root_buffer_cell = sky130_fd_sc_hd__clkbuf_16
insertion_delay_ns = 0.58
ctsHoldBuffers = 0
clk_transition_reported_paths_ns = 0.11
cts_resized = 0

[timing]
fin_tns_setup_ns = 0
timing.slew.headroom_pct = 44.2
unrepaired_setup_endpoints_after_global_routing = false
hold_violations_final = 0
finalSetupViolCount = 0
postLayoutSetupSlackWorst_ns = 17.85
period_used_pct = 46.1
min_period_ns = 15.25
drv_slew = 0
worstMarginPinSlew_ns = 0.837
hold_ws_ns = 0.472
final.setup_skew_ns = 0.0419
max_clock_freq_mhz = 65.6

[floorplanning]
die_w_um = 593
fp_util_pct = 40.2
die_h_um = 593
die_area_mm2 = 0.351
num_rows = 216
core_area_mm2 = 0.347
ios = 102

[setup_path]
critPathArrivalTime_ns = 15.70
library_cell_appearing_most_often_on_the_critical_path = sky130_fd_sc_hd__fa_1
timing.critical_path.required_ns = 33.56
reg2reg_from = r_power_of_2[11]
worstSetupStartpointType = input pin
r2r_slack_ns = 22.17
crit_path_start = s_data[11]
critical_path.max_fanout = 26
worst_path_max_delay_cell = sky130_fd_sc_hd__clkinv_1
crit_path_capture_type = register
worst-setup-path-type = input pin to register
timing.critical_path.slowest_cell_delay_ns = 0.62
critical_path.top_delay_family = adder cells
worst-path-buf-inv = 7

[yosys]
yosysWarnings = 1
enable_flop_cells = 0
synth.top_cells.by_count = sky130_fd_sc_hd__inv_1 (4,974), sky130_fd_sc_hd__fa_1 (4,028), sky130_fd_sc_hd__nand2_1 (1,350), sky130_fd_sc_hd__ha_1 (1,059), sky130_fd_sc_hd__and2_1 (1,056)
post_synth_num_cell_types = 83
synth.ff_latch_count = 190
synth-seq-area-share_pct = 3.41
synthesis.area_per_instance_um2 = 9.57
yosys_cells = 14600
postSynthCellCount = 14600
asyncSetResetFlopFracSynth_pct = 100
yosysChipArea_mm2 = 0.140
synth.largest_area_cell = sky130_fd_sc_hd__fa_1
post-synth-top-area-fraction_pct = 57.8
synth.most_common_cell = sky130_fd_sc_hd__inv_1
synth.cell_area_mm2 = 0.140
ys_dominant_reg_cell = sky130_fd_sc_hd__dfrtp_1
synthTopCellsByArea = sky130_fd_sc_hd__fa_1 (58%), sky130_fd_sc_hd__inv_1 (13%), sky130_fd_sc_hd__ha_1 (9.5%)

[route]
dr.first_iter.drc_count = 3090
average_wire_per_cell_in_the_routed_design_um = 19.1
drcViolationCount = 0
ant_nets = 0
detailedRoute.firstPassIterationCount = 8
route.final.wire_length_um = 363000
route.vias.total = 89100
post_dr_vias_cell = 4.69

[grt]
grt_max_degree = 64
number_of_global_route_vias_before_repair = 102000
antenna_found_initial = 8
all_layer_global_routing_usage_pct = 23.6
grt.overflow.total = 0
grt_first_pass_wirelength_um = 585000

[hold_path]
hold_removal_path_class = register to register
hold_start = r_valid[1]

[flow_run]
maxCapViolations = 0
openroad.warnings = 145

[placed_design]
gp_routability_congestion = 0.963
dp_hpwl_um = 306000
dp_slack_ns = 17.26
io_buffers = 100

[cells_and_area]
drive_gt1_share_pct = 2.14
finish.utilization_pct = 42.3
area_growth_pct = 5.01
[registers in the layout, summed over array words and instances, names as in the netlist]
register / flops
r_power_of_4: 62
r_power_of_8: 63
r_power_of_2: 62
r_valid: 3
[final timing paths]
check | endpoint | cells after the start
max in group asynchronous | r_power_of_2[2] | 3
min in group asynchronous | r_power_of_8[29] | 1
worst max register to register | r_power_of_4[58] | 32
worst min-delay path | r_valid[1] | 2
worst min register to register | r_valid[1] | 2
worst max-delay path | r_power_of_2[62] | 29
[cell type report]
cell class	count	area [µm²]
clock inverter	14	145
inverter	4994	18800
multi-input combinational	8936	114000
fill	33700	200000
sequential	190	4800
clock buffer	18	439
tap	4578	5730
timing repair buffer	286	2400
antenna	3	7.51
[cells by family (layout without fill, tap and decap cells)]
kind of cell | count (synthesis) | count (layout) | share of synthesized area (%)
AND/OR/NAND/NOR | 2907 | 2907 | 10.0
other | 2 | 43 | 0.00538
AND-OR/OR-AND | 643 | 643 | 2.84
adder cells (fa/ha/maj) | 5087 | 5087 | 67.3
flip-flops | 190 | 190 | 3.41
multiplexers | 5 | 5 | 0.0377
buffers and inverters | 5502 | 5312 | 14.8
XOR/XNOR | 254 | 254 | 1.59
[routing by layer]
metal / track usage, % / wire [µm] / part of all wire, %
met3: 10.8 / 39700 / 11
met5: 0.392 / 196 / 0.054
met1: 31.1 / 137000 / 38
met2: 37.0 / 174000 / 48
met4: 5.67 / 12100 / 3.3
[layout by cell type, fill, tap and decap left out, types with 153 or more instances in the layout]
cell | netlist | routed
sky130_fd_sc_hd__inv_1 | 4974 | 4974
sky130_fd_sc_hd__fa_1 | 4028 | 4028
sky130_fd_sc_hd__nand2_1 | 1350 | 1350
sky130_fd_sc_hd__ha_1 | 1059 | 1059
sky130_fd_sc_hd__and2_1 | 1056 | 1056
sky130_fd_sc_hd__nor2_1 | 315 | 315
sky130_fd_sc_hd__a21oi_1 | 257 | 257
sky130_fd_sc_hd__buf_4 | 4 | 186
sky130_fd_sc_hd__xnor2_1 | 154 | 154
sky130_fd_sc_hd__dfrtp_1 | 190 | 153
[worst register-to-register path: cells and delay by family, from the launching register on]
family / cells / cell delay, ns
flops: 1 / 0.35
buf+inv: 9 / 1.79
fa+ha+maj: 11 / 5.23
compound gates: 9 / 1.95
xor+xnor: 1 / 0.47
simple gates: 2 / 1.01
[metrics by stage]
stage | cell area [µm²] | std cells
floorplan | 140000 | 14600
global placement | 146000 | 19000
detailed placement | 146000 | 19000
CTS | 147000 | 19000
global route | 147000 | 19000
finish | 147000 | 19000
